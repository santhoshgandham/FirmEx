File: /design/flow/config.mk
export PLATFORM = sky130hd
export DESIGN_NAME = i2c_uart_fifo
export DESIGN_NICKNAME = i2c_uart_fifo
export VERILOG_FILES = /design/flow/design.v
export SDC_FILE = /design/flow/constraint.sdc
export NUM_CORES = 4
export LEC_CHECK = 1
export CORE_UTILIZATION = 40
File: /design/flow/constraint.sdc
current_design i2c_uart_fifo

set clk_period 4.2
set clk_io_pct 0.2

create_clock -name clk0 -period $clk_period [get_ports {clk}]

set non_clock_inputs [all_inputs -no_clocks]
set_input_delay [expr $clk_period * $clk_io_pct] -clock clk0 $non_clock_inputs
set_output_delay [expr $clk_period * $clk_io_pct] -clock clk0 [all_outputs]
File: /design/flow/design.v
module i2c_uart_fifo #(parameter DATA_WIDTH=8, DEPTH=256) 
              (  input wire clk,         
                 input wire rst,         
                 input wire wr_en,       
                 input wire rd_en,       
                 input wire [DATA_WIDTH-1:0] wr_data,  
                 output reg [DATA_WIDTH-1:0] rd_data,  
                 output wire full,       
                 output wire empty       
                );
    parameter ADDR_WIDTH = $clog2(DEPTH);
    parameter MEM_SIZE = 2**ADDR_WIDTH;
    reg [DATA_WIDTH-1:0] fifo_mem [0:MEM_SIZE-1];  
    reg [ADDR_WIDTH-1:0] wr_ptr, rd_ptr;           
    reg [ADDR_WIDTH-1:0] next_wr_ptr, next_rd_ptr;  
    reg [ADDR_WIDTH-1:0] count;                     
    assign full = (count == DEPTH);
    assign empty = (count == 0);
    always @(posedge clk or posedge rst) begin
        if (rst) begin
            wr_ptr <= 0;
            rd_ptr <= 0;
            count <= {ADDR_WIDTH{1'b0}};
        end else if (rd_en && !empty) begin
            rd_data <= fifo_mem[rd_ptr];
            next_rd_ptr = (rd_ptr == DEPTH-1) ? 0 : rd_ptr + 1;
            count <= count - 1;
            if (rd_en && !empty) rd_ptr <= next_rd_ptr;
        end else if (wr_en && !full) begin
            fifo_mem[wr_ptr] <= wr_data;
            next_wr_ptr = (wr_ptr == DEPTH-1) ? 0 : wr_ptr + 1;
            count <= count + 1;           
            if (wr_en && !full) wr_ptr <= next_wr_ptr;
        end
    end
endmodule
File: /design/flow/run.sh
#!/bin/bash
# OpenROAD 26Q1-2900-gdf79404cd8, Yosys 0.63+post, stock flow scripts
make -C /OpenROAD-flow-scripts/flow DESIGN_CONFIG=/design/flow/config.mk WORK_HOME=/design/flow/orfs finish
==> GITHUB_STEP_SUMMARY <==
## Implementation flow summary

| Metric | Value |
|---|---|
| Power density relative to cell area | ~550 mW/mm² |
| Mean cell area of the mapped netlist | 16.3 µm² |
| Synth flops | 2,080 |
| Routed vias/inst | 7.07 |
| Library cell occupying the most area in the post-synthesis netlist | sky130_fd_sc_hd__edfxtp_1 |
| Via count | 64,500 |
| Run status | complete, but fails checks |
| Setup slack, reg-to-reg | -200 ps |
| Count of cells along the worst hold path | 1 |
| Kind of path behind the tightest hold check | primary input to register |
| Sum of negative setup slack | -1180 ps |
| DRT Wirelength | 546 mm |
| Max Cap Violations | 0 |
| Yosys stat cell total | 4,882 |
| Sequential fraction of the synthesis area | 0.784 |
| Ys Warns | 2 |
| Design area | 0.103 mm² |
| Wire length of the first global-routing pass | 683 mm |
| Share of cells above drive strength 1 | 0.298 |
| Number of clock buffers inserted by TritonCTS | between 200 and 250 |
| Average detailed-routed wire length per instance | 59.8 µm |
| Crit end category | register |
| Proportion of register bits with asynchronous set or reset after synthesis | 0.0115 |
| Detailed-route DRC error count | 0 |
| Maximum number of pins on one net before global-route repair | ~95 |
| Distinct cell type count after synthesis | 79 |
| Post-synthesis cell type with the largest instance count | sky130_fd_sc_hd__edfxtp_1 |
| WP data required | 4830 ps |
| Routability congestion estimate from global placement | 1.21 |
| Worst skew pair latency | 920 ps |
| Most common cell on crit path | sky130_fd_sc_hd__buf_4 |
| CP top delay family | simple AND/OR/NAND/NOR gates |
| Final cell count without fillers | 9,126 |
| Critical path arrival | 5040 ps |
| Initial detailed-routing violation count | 8,005 |
| Count of input and output buffers | 20 |
| Chip area line of the yosys report | 0.0796 mm² |
| Cell Rows | between 150 and 200 |
| Die Footprint | between 0.2 and 0.25 mm² |
| Filler cell count | 16,000 |
| Largest cells by area after synthesis | sky130_fd_sc_hd__edfxtp_1 (78%), sky130_fd_sc_hd__a22oi_1 (4.6%), sky130_fd_sc_hd__nor2_1 (1.9%), sky130_fd_sc_hd__a32oi_1 (1.6%), sky130_fd_sc_hd__nand3_1 (1.3%) |
| Slew Viols, Final | 0 |
| Critical register-to-register path startpoint | rd_ptr[0] |
| EDFF count, synth | 2,056 |
| Die Ht | about 450 µm |
| Clock tree sinks | 2,080 |
| Worst-path cell chain | buf_4 -> ha_2 -> buf_4 -> and3b_4 -> buf_4 -> buf_4 -> a22o_1 -> a21oi_1 -> o22ai_1 -> or4_1 -> nor3_1 -> buf_4 -> nand4_1 -> mux2_2 |
| Setup slack after layout | -202 ps |
| Top_reg_cell synth | sky130_fd_sc_hd__edfxtp_1 |
| Die width | 448 µm |
| Relative area change from synthesis to final layout | 29.7% |
| Post-synth top area share | 0.776 |
| Via count of the first global-routing pass | 63,500 |
| TritonCTS clock tree | built |
| Critical-path cell with the highest stage delay | sky130_fd_sc_hd__or4_1 |
| Placed insts | 8,566 |
| Peak ir drop on the vdd network | 0.000509 V |
| Pre-Place Util | 0.403 |
| Top cells by instance count after synthesis | sky130_fd_sc_hd__edfxtp_1 (2,056), sky130_fd_sc_hd__a22oi_1 (491), sky130_fd_sc_hd__nor2_1 (411), sky130_fd_sc_hd__clkbuf_1 (224), sky130_fd_sc_hd__nand3_1 (213) |
| Terminus of the critical flop-to-flop path | rd_data[5] |
| Mapped Cells | 4,882 |
| Number of top-level pins | 22 |
| Upper clock frequency limit | 227 MHz |
| Delay of the slowest cell on the worst path | 650 ps |
| Worst-path clk slew | around 60 ps |
| Endpoint of the worst hold-timing path | fifo_mem[52][4] |
| Final hold viol count | 0 |
| Number of levels the H-tree was split into | 4 |
| Global route total overflow | 0 |
| Final min period | 4400 ps |
| Failing checks | negative setup slack |
| Placed Area | 0.0947 mm² |
| Number of buffers added to fix hold violations after cts | 0 |
| Worst hold path startpoint | wr_data[4] |
| Standby leakage power | between 30 and 40 nW |
| Number of routed nets with antenna violations | 0 |
| Clock tree root buffer cell | sky130_fd_sc_hd__clkbuf_16 |
| Placeable core region | 0.197 mm² |
| Initial antenna violation count | 89 |
| Clock Path Buffers | 3 |
| Setup violations, final | 8 |
| Highest fanout seen on the critical path | 7 |
| R2R cell count | 14 |
| Post-layout power | 56.6 mW |
| Buf/Inv on CP | 5 |
| Path type of the worst setup path | register to register |
| Global routing usage summed across all routing layers | 0.601 |
| Total iterations of the first detailed-routing run | 8 |
| Crit share post-route | 1.05 |
| Tally of OpenROAD warnings | 34 |
| DP Wirelength | 392 mm |
| Slew at the pin closest to its max-slew limit | 1450 ps |
| Setup crit start kind | register |
| Worst slew margin | 0.0274 |
| Final Skew | 51.6 ps |
| Netlist Area Pre-Place | a little under 0.08 mm² |
| Worst hold margin | 316 ps |
worst max path at each step:
| stage | startpoint | to | slack (ps) | depth (start not counted) |
|---|---|---|---|---|
| 6_report | rd_ptr[0] | rd_data[5] | -200 | 14 |
| 5_1_grt | rd_ptr[0] | rd_data[5] | -150 | 14 |
| 4_1_cts | rd_ptr[7] | rd_data[6] | -30 | 16 |
cell usage in the layout, fill, tap and decap left out, types with 79 or more instances in the layout:
master,n
sky130_fd_sc_hd__edfxtp_1,2056
sky130_fd_sc_hd__buf_4,1179
sky130_fd_sc_hd__a22oi_1,478
sky130_fd_sc_hd__nor2_1,399
sky130_fd_sc_hd__clkbuf_16,221
sky130_fd_sc_hd__nand3_1,207
sky130_fd_sc_hd__buf_12,201
sky130_fd_sc_hd__a32oi_1,141
sky130_fd_sc_hd__o22ai_1,137
sky130_fd_sc_hd__diode_2,123
sky130_fd_sc_hd__nand2_1,117
sky130_fd_sc_hd__a21oi_1,113
sky130_fd_sc_hd__nand4_1,90
sky130_fd_sc_hd__a222oi_1,79
flip-flops by register name, summed over array words and instances (netlist names):
| signal | cells |
|---|---|
| fifo_mem | 2048 |
| rd_data | 8 |
| count | 8 |
| rd_ptr | 8 |
| wr_ptr | 8 |
area by class of cell:
cell class                      count  area [µm²]  area share
Timing Repair Buffer             1434       13500       0.131
Antenna cell                      123         308     0.00298
Tap cell                         2640        3300      0.0320
Multi-Input combinational cell   2437       16700       0.162
Sequential cell                  2080       62400       0.604
Inverter                           14        52.6    0.000509
Clock inverter                    121        1200      0.0116
Clock buffer                      277        5710      0.0553
power breakdown:
| part | internal, mW | switching [mW] | leakage, nW |
|---|---|---|---|
| clock network | 10.6 | 8.61 | 3.35 |
| logic | 4.56 | 9.57 | 12.2 |
| registers | 23.0 | 0.247 | 18.8 |
stage by stage:
stage | setup slack, ps | util
after floorplan | 863 | -
after global placement | -1110 | 0.479
after detailed placement | -1050 | 0.480
after CTS | -33.8 | 0.518
after global routing | -148 | 0.522
final | -202 | 0.523
per-layer routing:
metal	global-route usage	vias up	routed length, µm
met4	0.446	206	56600
met2	0.696	7626	206000
li1	-	23100	-
met1	0.622	31500	153000
met3	0.572	2089	121000
met5	0.408	-	10200
logic make-up (layout without fill, tap and decap cells):
logic type,count (synthesis),count (layout),share of synthesized area
AND/OR/NAND/NOR,1140,1140,0.0725
buffers and inverters,365,1846,0.0189
flip-flops,2080,2080,0.784
other,1,124,0.0000471
AND-OR/OR-AND,1253,1253,0.119
multiplexers,15,15,0.00203
adder cells (fa/ha/maj),15,15,0.00245
XOR/XNOR,13,13,0.00143
timing repair:
| item | CTS | global route |
|---|---|---|
| gates cloned | 0 | 0 |
| setup endpoints to repair | 8 | 8 |
| buffers inserted | 17 | 26 |
| pin swaps | 27 | 39 |
| resized | 97 | 96 |
Power is estimated from default activity; no workload was simulated.
